==> flow/design.v <==
module counter (
    input wire clk,           
    input wire reset,         
    input wire enable,        
    output reg [3:0] count    
);
always @(posedge clk or posedge reset) begin
    if (reset)
        count <= 4'b0000;     
    else if (enable)
        count <= count + 1;   
end
endmodule
==> flow/run.sh <==
#!/bin/bash
# OpenROAD 26Q1-2900-gdf79404cd8, Yosys 0.63+post, stock flow scripts
make -C /OpenROAD-flow-scripts/flow DESIGN_CONFIG=/design/flow/config.mk WORK_HOME=/design/flow/orfs finish
==> flow/config.mk <==
export PLATFORM = sky130hd
export DESIGN_NAME = counter
export DESIGN_NICKNAME = counter
export VERILOG_FILES = /design/flow/design.v
export SDC_FILE = /design/flow/constraint.sdc
export NUM_CORES = 4
export LEC_CHECK = 1
export CORE_AREA = 10 10 70 70
export DIE_AREA = 0 0 80 80
==> flow/constraint.sdc <==
current_design counter

set clk_period 1.1
set clk_io_pct 0.2

create_clock -name clk0 -period $clk_period [get_ports {clk}]

set non_clock_inputs [all_inputs -no_clocks]
set_input_delay [expr $clk_period * $clk_io_pct] -clock clk0 $non_clock_inputs
set_output_delay [expr $clk_period * $clk_io_pct] -clock clk0 [all_outputs]
==> results.tsv <==
stage	metric	value	unit
floorplan	die width	80	um
floorplan	Core Region	3416	um2
power_and_ir_drop	leakage	0.1756	nW
final_layout	final core occ	11.98	%
final_layout	max reg flops	4	
floorplan	chip area	6400	um2
timing	Tmin final	1098	ps
status	status	finished clean	
timing	f_max	910.8	MHz
final_layout	area delta synth->final	149.6	%
final_layout	Largest regs	count: 4 flops	
cts	H-tree lvl count	1	
final_layout	Post-Layout Cell Count	78	
detailed_routing	WL/cell	7.026	um
timing	Final setup violation count	0	
setup_path	r2r startpoint	count[1]	
timing	normalized max-slew margin	88.22	%
placement	Placed Cells	68	
floorplan	Top Ports	7	
global_routing	Tot GR Track Use	1.879	%
detailed_routing	DR vias/cell	2.090	
setup_path	delay-heaviest family, CP	flip-flops	
cts	CTS Buffer Depth	2	
detailed_routing	number of remaining DRC errors	0	
flow_run	Log Warnings	27	
setup_path	CP Launch Type	flip-flop	
min_path	HP Class	input pin to async pin	
timing	Max Slew Vio Count	0	
global_routing	GR Overflow Total	0	
final_layout	layout cells sized above 1	50.00	%
setup_path	Worst Path Required	1210	ps
cts	CTS tree	done	
timing	RSZ-0062 raised after global routing	true	
placement	routability congestion estimate from global placement	0.6972	
setup_path	R2R depth	3	
global_routing	vias in the first global route	174	
cts	clk ins delay skew pair	240	ps
yosys	Yosys chip area	163.9	um2
final_layout	fin area	409.1	um2
setup_path	critical-path cell list	buf_6 -> ha_4 -> mux2_4	
yosys	Cells after Synth	12	
cts	Worst-path clk slew	40	ps
power_and_ir_drop	Max IR drop VDD	1.198	mV
flow_run	MaxCap Viol Count	0	
final_layout	Most flops, register	count	
detailed_routing	via count	163	
setup_path	Setup CP Type	flip-flop to flip-flop	
detailed_routing	Antenna Violating Nets Remaining	0	
detailed_routing	DRT Wirelength	548	um
yosys	Yosys Warn Count	1	
setup_path	CP Capture Type	flip-flop	
setup_path	CP Depth	3	
global_routing	largest net degree at the start of global routing	5	
yosys	ys flops	4	
global_routing	initial antenna violation count	0	
yosys	Post-Syn Area	163.9	um2
floorplan	Starting Density	4.799	%
detailed_routing	DRT iter0 DRCs	6	
yosys	Seq/Total Area, Yosys	61.07	%
timing	final-report hold violation count	0	
cts	hold-fix buffers at CTS	0	
setup_path	crit path buf inv count	1	
setup_path	Worst path slowest cell	dfrtp_1	
placement	Area after DPL	311.5	um2
cts	root buf cell	clkbuf_4	
floorplan	Die Ht	80	um
timing	Final Cycle Share	99.81	%
cts	CTS Sinks	4	
yosys	Yosys cell types	8	
global_routing	first-pass GRT wire length	869	um
power_and_ir_drop	Pwr per Cell Area	2671	nW/um2
timing	TNS Setup	0	ps
timing	Worst Skew	4.535	ps
setup_path	R2R Setup Slk	2	ps
detailed_routing	Antenna diodes	0	
cts	CTS Buf Count	3	
timing	Hold WS	186.6	ps
setup_path	Crit path largest cell delay	380	ps
yosys	Mean Syn Cell Area	13.66	um2
timing	Worst Max-Slew Pin Slew	176.2	ps
setup_path	CP max FO	3	
yosys	Yosys Instances	12	
setup_path	CP arrival	1210	ps
placement	PortBufs	6	
detailed_routing	DR pass1 iterations	2	
setup_path	worst r2r dst	count[1]	
floorplan	number of placement rows	21	
## logic make-up after synthesis
kind of cell,Yosys count,synth area share [%]
flops,4,61.07
xor+xnor,3,16.03
simple gates,2,6.107
buf+inv,1,2.288
mux,1,6.870
fa+ha+maj,1,7.632
## repair_timing
action | CTS | global route
gates resized | 7 | 4
pin swaps | 0 | 1
gates cloned | 0 | 0
setup buffers | 3 | 4
endpoints found under the setup margin | 4 | 5
## worst reg2reg max path: stages (launching register included)
cell	delay, ps
dfrtp_1	380
buf_6	130
ha_4	220
mux2_4	250
## cell usage in the layout, fill, tap and decap left out
master           synthesis  layout
buf_4                    0       9
buf_6                    0       2
clkbuf_4                 0       3
clkdlybuf4s15_1          0       3
clkdlybuf4s50_1          0       2
dfrtp_1                  4       4
dlygate4sd2_1            0       1
ha_4                     0       1
inv_1                    1       1
mux2_4                   0       1
nand2_1                  1       1
nand4_1                  1       1
xnor2_1                  2       2
xor2_1                   1       1
## worst max-delay path by stage
stage         from  endpoint  slack [ps]
4_1_cts   count[0]  count[0]          -2
5_1_grt   count[1]  count[1]         -30
6_report  count[1]  count[1]           2
## cells in the mapped netlist
cell type	instances	area, um2
dfrtp_1	4	100.1
ha_1	1	12.51
inv_1	1	3.750
mux2_2	1	11.26
nand2_1	1	3.750
nand4_1	1	6.260
xnor2_1	2	17.52
xor2_1	1	8.760
## area by class of cell
| cell class | instances | area [um2] |
|---|---|---|
| fill | 403 | 3007 |
| timing repair buffer | 17 | 148.9 |
| sequential | 4 | 100.1 |
| multi-input combinational | 7 | 76.32 |
| tap | 46 | 57.56 |
| clock buffer | 3 | 22.52 |
| inverter | 1 | 3.754 |
## routing by layer
layer	up-vias	routed length (um)	track usage, %
li1	79	-	-
met1	74	331	3.006
met2	10	159	1.605
met3	0	58	1.591
met4	0	0	0.3521
met5	-	0	0
## where the power goes
part / total, mW / internal, mW / switching, mW / leakage, nW
Combinational: 0.634 / 0.446 / 0.188 / 0.115
Clock: 0.184 / 0.122 / 0.0619 / 0.0138
Sequential: 0.274 / 0.227 / 0.0474 / 0.0469
## per-stage QoR
stage	setup WS (ps)	power [mW]
floorplan	67.39	0.3820
global placement	-96.74	0.6520
detailed placement	-136.8	0.6674
CTS	-1.746	0.9629
global route	-26.67	1.193
finish	2.052	1.093
Power is estimated from default activity; no workload was simulated.

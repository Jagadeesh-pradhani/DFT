## flow/design.v

```verilog
module mcrb (mc_rb_ef1_svld_i, gctl_rclk_orst_n_i, skew_addr_cntr_o, mc_rb_fuse_vld_i, mc_rb_ef1_sclk_i);
  input  mc_rb_ef1_svld_i, gctl_rclk_orst_n_i, mc_rb_fuse_vld_i, mc_rb_ef1_sclk_i;
  output [4:0] skew_addr_cntr_o; 
  reg mc_rb_fuse_vld_q;
  reg   [4:0]    skew_addr_cntr;
  wire  fuse_capture;
  wire  skew_write_incr;
  assign  skew_write_incr  = (skew_addr_cntr >= 5'b00001) & (skew_addr_cntr <= 5'b10011);
  assign fuse_capture = ~mc_rb_ef1_svld_i & mc_rb_fuse_vld_q;
  always @(posedge mc_rb_ef1_sclk_i or negedge gctl_rclk_orst_n_i)
  begin
    if (~gctl_rclk_orst_n_i)
      skew_addr_cntr <=  5'b0;
    else if (fuse_capture)
      skew_addr_cntr <= skew_addr_cntr + 1'b1;
    else if (skew_write_incr)
      skew_addr_cntr <= skew_addr_cntr + 1'b1;
    else
      skew_addr_cntr <= 5'b0;
  end
  always @(posedge mc_rb_ef1_sclk_i or negedge gctl_rclk_orst_n_i)
  begin 
     if (~gctl_rclk_orst_n_i) 
        mc_rb_fuse_vld_q <= 1'b0;
     else
        mc_rb_fuse_vld_q <= mc_rb_fuse_vld_i;
  end
  assign skew_addr_cntr_o = skew_addr_cntr;
endmodule 
```

## flow/run.sh

```bash
#!/bin/bash
# OpenROAD 26Q1-2900-gdf79404cd8, Yosys 0.63+post, stock flow scripts
make -C /OpenROAD-flow-scripts/flow DESIGN_CONFIG=/design/flow/config.mk WORK_HOME=/design/flow/orfs finish
```

## flow/config.mk

```make
export PLATFORM = sky130hd
export DESIGN_NAME = mcrb
export DESIGN_NICKNAME = mcrb
export VERILOG_FILES = /design/flow/design.v
export SDC_FILE = /design/flow/constraint.sdc
export NUM_CORES = 4
export LEC_CHECK = 1
export CORE_AREA = 10 10 70 70
export DIE_AREA = 0 0 80 80
```

## flow/constraint.sdc

```tcl
current_design mcrb

set clk_period 1.5
set clk_io_pct 0.2

create_clock -name clk0 -period $clk_period [get_ports {mc_rb_ef1_sclk_i}]

set non_clock_inputs [all_inputs -no_clocks]
set_input_delay [expr $clk_period * $clk_io_pct] -clock clk0 $non_clock_inputs
set_output_delay [expr $clk_period * $clk_io_pct] -clock clk0 [all_outputs]
```

==> deck_impl_summary.md <==
Run Summary

Worst setup path
  – Critical path buffers and inverters: 1
  – FF-to-FF path depth: 4
  – Critical path depth: 1
  – Cell class contributing the biggest share of worst-path delay: buffers and inverters
  – Max FO, Critical Path: 4
  – Worst setup EP type: output pin
  – Worst endpoint required time: 1.20 ns
  – WP data arrival: 1.15 ns
  – CP max stage cell: clkdlybuf4s50_1
  – Critical Path, Cell by Cell: clkdlybuf4s50_1
  – Setup CP Type: reg -> out
  – Max stage delay on crit path: 0.49 ns
  – Startpoint types: flop

Cells and area
  – Layout cells sized above 1: 22.2%
  – Area delta synth->final: 57.2%

Run
  – Log Warnings: 26
  – Maxcap violations: 0

STA
  – Slew HR: 81.0%
  – Fin. Hold Viols: 0
  – Final Skew: 0.000346 ns
  – Fin crit share: 96.5%
  – Post-layout min period: 1.45 ns
  – Max-slew violation count: 0
  – Setup TNS: 0 ns
  – Final setup margin: 0.0529 ns
  – Fmax: 691 MHz
  – Worst-Margin Slew: 0.286 ns
  – RSZ-0062 raised after global routing: false
  – Final setup fails: 0

GRT
  – Largest net degree at the start of global routing: 8
  – All-layer global routing usage: 1.70%
  – Total global routing overflow: 0
  – First-pass GRT wire length: 917 microns
  – Antenna violations before repair: 0
  – Number of global-route vias before repair: 216

Floorplan
  – Number of cell rows: 21
  – Ports: 9
  – Fp_density: 8.39%
  – Die Width: 80 microns
  – Die H: 80 microns
  – Placeable Area: 0.00342 sq mm
  – Die area: 0.00640 sq mm

Clock network
  – Clock sinks: 6
  – Worst-Skew Late Latency: 0.24 ns
  – Num CTS Buffers: 3
  – Clock root buffer: clkbuf_4
  – Longest Clk Path Bufs: 2
  – CTS tree: yes
  – H-tree depth: 1
  – Clk slew on worst S/H paths: 0.04 ns

Routing
  – Drt drc: 0
  – Routed WL: 621 microns
  – DRT antenna net count: 0
  – N_diodes: 0
  – Overall via count from detail_route: 215
  – Drt pass-1 iters: 3
  – Routed vias/inst: 2.62
  – Drt wl/cell: 7.57 microns
  – Initial DRC Count: 13

Logic synthesis
  – Seq/Total Area, Yosys: 52.4%
  – Yosys Instances: 25
  – Ys Warns: 1
  – Most frequent cells after synthesis: dfrtp_1, a21oi_1
  – Post-Syn Area: 287 sq um
  – Unique masters post-synth: 12
  – Syn Inst Count: 25
  – Most numerous cell in the Yosys netlist: dfrtp_1
  – Largest area contributor in the netlist: dfrtp_1
  – Area contributors post-synth: dfrtp_1, a21oi_1, ha_1, xor2_1, a32oi_2
  – Number of enable flip-flop cells: 0
  – Post-synth ARST share: 100%
  – Most common reg cell: dfrtp_1
  – Synthesized registers: 6
  – Yosys Chip Area: 287 sq um
  – Max-area cell share: 52.4%
  – Syn avg cell area: 11.5 sq um

Placement
  – Final GP Congestion: 0.766
  – Port Buf Inserts: 8
  – Setup WS pre-CTS: 0.0560 ns

Power
  – Power density cells: 1820 mW/mm^2
  – Leak Pwr: 0.177 nW
  – Max rail drop VDD: 0.277 mV

Worst hold path
  – Worst min-delay path category: in -> async

Outcome
  – Status: finished, final reports clean
## final cells by class
| type | count | area [sq um] |
|---|---|---|
| inverter | 2 | 7.51 |
| timing repair buffer | 8 | 80.1 |
| multi-input combinational | 17 | 129 |
| fill | 395 | 2970 |
| sequential | 6 | 154 |
| clock buffer | 3 | 22.5 |
| tap | 46 | 57.6 |
## per-layer routing
layer | track usage, % | up-vias | share of wire (%)
met4 | 1.76 | 0 | 6.0
met3 | 0.568 | 2 | 12
met1 | 1.95 | 94 | 40
met2 | 2.33 | 10 | 42
li1 | - | 109 | -
met5 | 0 | - | 0
## through the flow
stage	cells	power, mW	hold WS, ns	util [%]	area [sq um]
finish	82	0.818	0.297	13.2	450
global route	82	0.893	0.315	13.2	450
CTS	82	0.830	0.293	13.1	448
detailed placement	79	0.676	0.553	12.4	424
global placement	79	0.670	0.535	12.4	424
floorplan	25	0.493	0.00441	-	287
## worst paths after layout
| check | startpoint | endpoint | slack [ns] |
|---|---|---|---|
| worst max register to register | skew_addr_cntr[0] | skew_addr_cntr[3] | 0.08 |
| max in group asynchronous | gctl_rclk_orst_n_i | skew_addr_cntr[0] | 0.98 |
| worst min register to register | skew_addr_cntr[0] | skew_addr_cntr[0] | 0.51 |
| worst max-delay path | skew_addr_cntr[3] | skew_addr_cntr_o[3] | 0.05 |
| min in group clk0 | mc_rb_fuse_vld_i | mc_rb_fuse_vld_q | 0.50 |
| worst min-delay path | gctl_rclk_orst_n_i | skew_addr_cntr[4] | 0.30 |
## registers in the layout, indices dropped and copies added (netlist names)
signal and cells:
mc_rb_fuse_vld_q 1, skew_addr_cntr 5
## what timing repair did
item                       CTS  global route
setup endpoints to repair    1             2
hold buffers                 0             0
gates resized                1             2
setup buffers                0             0
## power breakdown
part / total, mW / switching, mW / internal, mW
logic: 0.348 / 0.134 / 0.214
registers: 0.331 / 0.0935 / 0.237
clock network: 0.140 / 0.0497 / 0.0899
## layout by cell type (no fill, tap or decap)
master           instances
a21oi_1                  5
ha_1                     2
clkdlybuf4s50_1          8
clkbuf_4                 3
dfrtp_1                  3
dfrtp_2                  3
xnor2_1                  1
nor3_1                   1
a32oi_2                  1
xor2_1                   2
a21o_1                   1
inv_1                    2
nand3b_1                 1
nand3_1                  2
nor2_2                   1
## kinds of logic after synthesis
group | Yosys count | synth area share (%)
compound gates | 7 | 17.0
fa+ha+maj | 2 | 8.73
flops | 6 | 52.4
xor+xnor | 3 | 9.17
buf+inv | 2 | 2.62
simple gates | 5 | 10.0
No activity file was given, so power comes from the tool's default toggle rates.
